[run.sh]
#!/bin/bash
# OpenROAD 26Q1-2900-gdf79404cd8, Yosys 0.63+post, stock flow scripts
make -C /OpenROAD-flow-scripts/flow DESIGN_CONFIG=/design/flow/config.mk WORK_HOME=/design/flow/orfs finish
[config.mk]
export PLATFORM = sky130hd
export DESIGN_NAME = stallBlock
export DESIGN_NICKNAME = stallBlock
export VERILOG_FILES = /design/flow/design.v
export SDC_FILE = /design/flow/constraint.sdc
export NUM_CORES = 4
export LEC_CHECK = 1
export CORE_AREA = 10 10 70 70
export DIE_AREA = 0 0 80 80
[constraint.sdc]
current_design stallBlock

set clk_period 2.0
set clk_io_pct 0.2

create_clock -name clk0 -period $clk_period

set non_clock_inputs [all_inputs -no_clocks]
set_input_delay [expr $clk_period * $clk_io_pct] -clock clk0 $non_clock_inputs
set_output_delay [expr $clk_period * $clk_io_pct] -clock clk0 [all_outputs]
[design.v]
module regCheck(
	input clk,
	input rst,
    input [2:0] reg1,
	input [2:0] reg2,
	output match
);
    assign match = (rst ? 1'b0 
    : ((reg1 === 3'bzzz | reg2 === 3'bzzz) ? 1'b0
    : (~(reg1[2] ^ reg2[2])) & (~(reg1[1] ^ reg2[1])) & (~(reg1[0] ^ reg2[0]))));
endmodule
module stallBlock(
	input clk,
	input rst,
    input [15:0]  inst_If,
    input [15:0]  inst_IfId,
    input [15:0]  inst_IdEx,
    input [15:0]  inst_ExMem,
    output [15:0] inst_out,
    output stall
);
    wire stall_IFID, stall_IdEx, stall_ExMem;
	wire [15:0] exception_override;
	stallCheck checkIfId(.clk(clk), .rst(rst), .inst1(inst_If), .inst2(inst_IfId), .stall(stall_IFID));
	assign stall = (((inst_IfId[15:11] == 5'd17) ? stall_IFID : 1'b0)    );
	assign halt = (~(|inst_IfId[15:11])) | (~(|inst_IdEx[15:11])) | (~(|inst_ExMem[15:11]));
	assign exception_override = (inst_If[15:11] == 5'b00011) ? (16'h0800) : ((stall ? (16'h0800) : (inst_If)));
	assign inst_out = (halt) ? (16'h0000) : (exception_override);
endmodule
module stallCheck(
	input clk,
	input rst,
    input [15:0] inst1,
	input [15:0] inst2,
	output stall
);
    reg [2:0] dest, src1, src2; 
	wire match1, match2;
	regCheck rdrs1(.clk(clk), .rst(rst), .match(match1), .reg1(dest), .reg2(src1)); 
	regCheck rdrs2(.clk(clk), .rst(rst), .match(match2), .reg1(dest), .reg2(src2));
	assign stall = match1 | match2;
    always @* begin
	    casex(inst1[15:11])
			5'b11010, 5'b11011: begin
				src1 = inst1[10:8];
				src2 = inst1[7:5];
			end			
			5'b11100, 5'b11101, 5'b11110, 5'b11111: begin
				src1 = inst1[10:8];
				src2 = inst1[7:5];
			end
			5'b11001: begin
				src1 = inst1[10:8];
				src2 = inst1[7:5];			     
			end
			5'b01000, 5'b01001, 5'b01010, 5'b01011: begin
				src1 = inst1[10:8];	
				src2 = inst1[10:8];		
			end
			5'b10100, 5'b10101, 5'b10110, 5'b10111: begin
				src1 = inst1[10:8];
				src2 = inst1[10:8];				
			end
			5'b10000: begin
				src1 = inst1[10:8];
				src2 = inst1[7:5];				
			end
			5'b10001: begin
				src1 = inst1[10:8];
				src2 = inst1[10:8];				
			end
			5'b10011: begin
				src1 = inst1[10:8];
				src2 = inst1[7:5];				
			end
			5'b10010: begin
				src1 = inst1[10:8];
				src2 = inst1[10:8];				
			end
			5'b00101, 5'b00111: begin
				src1 = inst1[10:8];
				src2 = inst1[10:8];			
			end
			5'b01100, 5'b01101, 5'b01110, 5'b01111: begin
				src1 = inst1[10:8];
				src2 = inst1[10:8];				
			end
		    default: begin
			    src1 = 3'bzzz;
				src2 = 3'bzzz;
			end
		endcase
	end
	always @* begin
		casex(inst2[15:11])
			5'b11010, 5'b11011: begin
				dest = inst2[4:2];
			end			
			5'b11100, 5'b11101, 5'b11110, 5'b11111: begin
				dest = inst2[4:2];
			end
			5'b11001: begin
				dest = inst2[4:2];			     
			end
			5'b01000, 5'b01001, 5'b01010, 5'b01011: begin
				dest = inst2[7:5];	
			end
			5'b10100, 5'b10101, 5'b10110, 5'b10111: begin
				dest = inst2[7:5];				
			end
			5'b10001: begin
				dest = inst2[7:5];			
			end
			5'b10011: begin
				dest = inst2[10:8];			
			end
			5'b11000: begin
				dest = inst2[10:8];			
			end
			5'b10010: begin
				dest = inst2[10:8];			
			end
			5'b00110, 5'b00111: begin
				dest = 3'b111;			
			end
		    default: begin
			    dest = 3'bzzz;
			end
		endcase
	end
endmodule
==> results.py <==
# Physical implementation metrics
metrics = {
    "run_status": {
        "status": "finished with violations",
        "violations": "negative setup slack",
    },
    "synth": {
        "yosysUniqueCellTypes": 12,
        "syn_avg_cell_area_um2": 6.44,
        "synth_cells": 40,
        "ys_seq_share_pct": 0,
        "yosysChipArea_um2": 258,
        "yosys_warnings": 7,
        "yosys_cells": 40,
        "syn_area_um2": 258,
    },
    "worst_setup_path": {
        "cp.arrival_ps": 1650,
        "cp.required_ps": 1600,
        "critPathMaxFanout": 4,
        "crit_start": "inst_IdEx[13]",
        "cp-end-kind": "output pin",
        "crit_type": "in2out",
        "start_kind": "input port",
    },
    "power_and_ir_drop": {
        "combPwrFrac_pct": 100.0,
        "intPower_uw": 103,
        "power_uw": 150,
        "p_clk_share_pct": 0,
        "p_seq_share_pct": 0,
        "sw_frac_of_total_pct": 31.1,
        "switchingPower_uw": 46.5,
        "p_per_area_nw_per_um2": 154,
        "ir_drop_mv": 0.0458,
        "p_leak_uw": 0.000470,
    },
    "grt": {
        "grt_pass1_vias": 528,
        "grt_start_max_net_pins": 13,
        "grt_overflow_total": 0,
        "grt_pass1_wl_mm": 3.04,
        "antenna_found_initial": 0,
        "grt_usage_pct": 5.93,
    },
    "sta": {
        "hold_viol_final": 0,
        "fin_tns_setup_ps": -480,
        "post-route-min-period_ps": 2050,
        "rsz0062_at_grt": "yes",
        "post-route-period-util_pct": 103,
        "drv_slew": 0,
        "timing.fmax_mhz": 487,
        "finalSetupViolations": 13,
        "timing.final.ws_setup_ps": -52.5,
    },
    "route": {
        "drt-total-wl_mm": 2.04,
        "antennaDiodeCount": 0,
        "via_count": 499,
        "drc_errors": 0,
        "viasPerCell": 3.54,
        "detail_route.wl_per_cell_um": 14.5,
        "drtAntennaViolNets": 0,
        "firstDrtPassIters": 2,
        "first_iter_violations": 19,
    },
    "floorplan": {
        "io-pin-count": 83,
        "core_area_um2": 3420,
        "die_area_um2": 6400,
        "fp_util_pct": 7.55,
        "num_rows": 21,
        "die_height_um": 80,
        "die_w_um": 80,
    },
    "clock_tree": {
        "cts_hold_buffers": 0,
    },
    "final_layout": {
        "areaGrowthSynthToFinish_pct": 277,
        "mostFrequentLayoutCell": "buf_2",
        "postLayoutCoreUtil_pct": 28.5,
        "layout.cells.non_filler": 141,
        "clock_buffers": 0,
        "lay_top_cells": "buf_2 (20), clkdlybuf4s50_1 (13), inv_1 (11), buf_6 (11), nor4_2 (6)",
        "drive_gt1_share_pct": 62.1,
        "seq_area_um2": 0,
        "seq_cell_count": 0,
        "design_area_um2": 972,
    },
    "min_path": {
        "hp-start": "inst_If[15]",
        "hp-class": "in2out",
    },
    "place": {
        "postPlaceCellArea_um2": 810,
        "dp_hpwl_mm": 1.39,
        "placed_cells": 132,
        "gp_congestion": 0.761,
        "portBuffers": 47,
    },
    "flow_run": {
        "warnings": 69,
        "maxCapViolCount": 0,
    },
}
==> critical path: stages <==
cell and delay [ps]:
buf_6 90, or4_4 540, o22ai_4 210, buf_6 150
buf_8 120, nor4_2 40, buf_2 110
==> power by group through the flow <==
stage	logic (µW)	registers (µW)	clock network, µW
4_1_cts	138	0	0
5_1_grt	163	0	0
6_report	150	0	0
==> Yosys cell counts (all sizes together) <==
cell    count  share of area [%]
clkbuf      1                1.5
nand2b      1                2.4
conb        1                1.5
buf         3                 10
o22ai       1                7.8
nor4       13                 32
or4         3                 12
nor2        1                4.4
inv        12                 17
nor3b       4                 12
==> cell families (layout without fill, tap and decap cells) <==
kind of cell    Yosys count  in the layout  share of synthesized area [%]
other cells               1              1                           1.45
buf+inv                  16             71                           29.1
compound gates            1              1                           7.77
simple gates             22             22                           61.7
==> final cells by class <==
class	instances	area [µm²]
fill	361	2440
tap	46	57.6
timing repair buffer	59	543
multi-input combinational	24	327
inverter	12	45.0
==> worst paths after layout <==
| check | endpoint | slack [ps] | depth (start not counted) |
|---|---|---|---|
| setup / recovery | inst_out[12] | -50 | 7 |
| hold / removal | inst_out[15] | 1160 | 3 |
==> per-layer routing <==
layer  wire, µm  GRT usage [%]
met5          0              0
met4          0              0
met3        198           2.16
met2        928           9.15
met1        916           8.17
==> timing repair <==
action / 4_1_cts / 5_1_grt
gates resized: 99 / 28
cloned: 2 / 1
endpoints found under the setup margin: 16 / 16
setup buffers: 7 / 1
pin swaps: 12 / 10
==> metrics by stage <==
step	setup WS [ps]	hold WS [ps]
6_report	-52.5	1160
5_1_grt	-100	1200
4_1_cts	-133	1390
3_5_place_dp	-586	1690
3_3_place_gp	-577	1690
2_1_floorplan	253	856
Power is estimated from default activity; no workload was simulated.
