--- run.sh ---
#!/bin/bash
# OpenROAD 26Q1-2900-gdf79404cd8, Yosys 0.63+post, stock flow scripts
make -C /OpenROAD-flow-scripts/flow DESIGN_CONFIG=/design/flow/config.mk WORK_HOME=/design/flow/orfs finish
--- config.mk ---
export PLATFORM = sky130hd
export DESIGN_NAME = cache_controller
export DESIGN_NICKNAME = cache_controller
export VERILOG_FILES = /design/flow/design.v
export SDC_FILE = /design/flow/constraint.sdc
export NUM_CORES = 4
export LEC_CHECK = 1
export CORE_AREA = 10 10 92 92
export DIE_AREA = 0 0 102 102
--- constraint.sdc ---
current_design cache_controller

set clk_period 1.0
set clk_io_pct 0.2

create_clock -name clk0 -period $clk_period [get_ports {clk}]

set non_clock_inputs [all_inputs -no_clocks]
set_input_delay [expr $clk_period * $clk_io_pct] -clock clk0 $non_clock_inputs
set_output_delay [expr $clk_period * $clk_io_pct] -clock clk0 [all_outputs]
--- design.v ---
module cache_controller(
    rd, wr, hit_c0, hit_c1, dirty_c0, dirty_c1, valid_c0, valid_c1,      
    busy, offset, stall_in,                                              
    enable_c0, enable_c1, comp, write, mem_wr, mem_rd, valid_in,         
    cache_hit, done, word_m, word_c, stall_out, target,                  
    clk, rst);                                                           
        input 
            rd,          
            wr,          
            hit_c0,      
            hit_c1,      
            dirty_c0,    
            dirty_c1,    
            valid_c0,    
            valid_c1,    
            stall_in;    
        input [3:0] 
            busy;        
        input [2:0] 
            offset;      
        input 
            clk,         
            rst;         
        output reg
            enable_c0,   
            enable_c1,   
            target,      
            comp,        
            write,       
            mem_wr,      
            mem_rd,      
            valid_in,    
            cache_hit,   
            stall_out,   
            done;        
        output reg [1:0] 
            word_m,      
            word_c;      
      wire in_victimway;
      wire victimway;
      assign in_victimway = (done ? ~victimway : victimway);
      dff VICTIMWAY(.q(victimway), .d(in_victimway), .clk(clk), .rst(rst));
        wire [3:0] cur_state;
        reg  [3:0] next_state;
        dff STATE [3:0] (.q(cur_state), .d(next_state), .clk(clk), .rst(rst));
        always @(*) begin
            case (cur_state)
                4'd0: begin
                    enable_c0    = (rd | wr);
                    enable_c1    = (rd | wr);
                    comp         = (rd | wr);
                    write        = wr;
                    mem_wr       = 1'b0;
                    mem_rd       = 1'b0;
                    valid_in     = (rd | wr);
                    done         = rd ? ((hit_c0 & valid_c0) | (hit_c1 & valid_c1)) : 1'b0;
                    cache_hit    = (hit_c0 & valid_c0) | (hit_c1 & valid_c1);
                    word_m       = offset[2:1];
                    word_c       = offset[2:1];
                    stall_out    = rd ? (!((hit_c0 & valid_c0) | (hit_c1 & valid_c1))) : wr;
                    target       = ((valid_c0 & valid_c1) ? victimway : (!valid_c0 ? 1'b0 : 1'b1));
                    next_state = (!(rd | wr) ? 4'd0 :                                                            
                                 (((hit_c0 & valid_c0) | (hit_c1 & valid_c1)) ? (rd ? 4'd0 : 4'd2) :             
                                 (((valid_c0 & valid_c1) & (victimway ? dirty_c1 : dirty_c0)) ? 4'd3 : 4'd7)));  
                end
                4'd1: begin
                    enable_c0    = 1'b1;
                    enable_c1    = 1'b1;
                    comp         = 1'b1;
                    write        = wr;
                    mem_wr       = 1'b0;
                    mem_rd       = 1'b0;
                    valid_in     = 1'b1;
                    done         = rd;
                    cache_hit    = 1'b0;
                    word_m       = offset[2:1];
                    word_c       = offset[2:1];
                    stall_out    = !rd;
                    next_state = rd ? 4'd0 : 4'd2;
                end
                4'd2: begin
                    enable_c0    = 1'b0;
                    enable_c1    = 1'b0;
                    comp         = 1'b1;
                    write        = 1'b0;
                    mem_wr       = 1'b0;
                    mem_rd       = 1'b0;
                    valid_in     = 1'b1;
                    done         = 1'b1;
                    word_m       = offset[2:1];
                    word_c       = offset[2:1];
                    stall_out    = 1'b0;
                    next_state = 4'd0;
                end
                4'd3: begin
                    enable_c0    = 1'b1;
                    enable_c1    = 1'b1;
                    comp         = 1'b0;
                    write        = 1'b0;
                    mem_wr       = 1'b1;
                    mem_rd       = 1'b0;
                    valid_in     = 1'b1;
                    done         = 1'b0;
                    word_m       = 2'b00;
                    word_c       = 2'b00;
                    stall_out    = 1'b1;
                    next_state = 4'd4;
                end
                4'd4: begin
                    enable_c0    = 1'b1;
                    enable_c1    = 1'b1;
                    comp         = 1'b0;
                    write        = 1'b0;
                    mem_wr       = 1'b1;
                    mem_rd       = 1'b0;
                    valid_in     = 1'b1;
                    done         = 1'b0;
                    word_m       = 2'b01;
                    word_c       = 2'b01;
                    stall_out    = 1'b1;
                    next_state = 4'd5;
                end
                4'd5: begin
                    enable_c0    = 1'b1;
                    enable_c1    = 1'b1;
                    comp         = 1'b0;
                    write        = 1'b0;
                    mem_wr       = 1'b1;
                    mem_rd       = 1'b0;
                    valid_in     = 1'b1;
                    done         = 1'b0;
                    word_m       = 2'b10;
                    word_c       = 2'b10;
                    stall_out    = 1'b1;
                    next_state = 4'd6;
                end
                4'd6: begin
                    enable_c0    = 1'b1;
                    enable_c1    = 1'b1;
                    comp         = 1'b0;
                    write        = 1'b0;
                    mem_wr       = 1'b1;
                    mem_rd       = 1'b0;
                    valid_in     = 1'b1;
                    done         = 1'b0;
                    word_m       = 2'b11;
                    word_c       = 2'b11;
                    stall_out    = 1'b1;
                    next_state = (|busy ? 4'd6 : 4'd7);
                end
                4'd7: begin
                    enable_c0    = 1'b0;
                    enable_c1    = 1'b0;
                    comp         = 1'b0;
                    write        = 1'b0;
                    mem_wr       = 1'b0;
                    mem_rd       = 1'b1;
                    valid_in     = 1'b0;
                    done         = 1'b0;
                    word_m       = 2'b00;
                    word_c       = offset[2:1];
                    stall_out    = 1'b1;
                    next_state = 4'd8;
                end
                4'd8: begin
                    enable_c0    = 1'b0;
                    enable_c1    = 1'b0;
                    comp         = 1'b0;
                    write        = 1'b0;
                    mem_wr       = 1'b0;
                    mem_rd       = 1'b1;
                    valid_in     = 1'b0;
                    done         = 1'b0;
                    word_m       = 2'b01;
                    word_c       = offset[2:1];
                    stall_out    = 1'b1;
                    next_state = 4'd9;
                end
                4'd9: begin
                    enable_c0    = !target;
                    enable_c1    = target;
                    comp         = 1'b0;
                    write        = 1'b1;
                    mem_wr       = 1'b0;
                    mem_rd       = 1'b1;
                    valid_in     = 1'b1;
                    done         = 1'b0;
                    word_m       = 2'b10;
                    word_c       = 2'b00;
                    stall_out    = 1'b1;
                    next_state = 4'd10;
                end
                4'd10: begin
                    enable_c0    = !target;
                    enable_c1    = target;
                    comp         = 1'b0;
                    write        = 1'b1;
                    mem_wr       = 1'b0;
                    mem_rd       = 1'b1;
                    valid_in     = 1'b1;
                    done         = 1'b0;
                    word_m       = 2'b11;
                    word_c       = 2'b01;
                    stall_out    = 1'b1;
                    next_state = 4'd11;
                end
                4'd11: begin
                    enable_c0    = !target;
                    enable_c1    = target;
                    comp         = 1'b0;
                    write        = 1'b1;
                    mem_wr       = 1'b0;
                    mem_rd       = 1'b0;
                    valid_in     = 1'b1;
                    done         = 1'b0;
                    word_m       = offset[2:1];
                    word_c       = 2'b10;
                    stall_out    = 1'b1;
                    next_state = 4'd12;
                end
                4'd12: begin
                    enable_c0    = !target;
                    enable_c1    = target;
                    comp         = 1'b0;
                    write        = 1'b1;
                    mem_wr       = 1'b0;
                    mem_rd       = 1'b0;
                    valid_in     = 1'b1;
                    done         = 1'b0;
                    word_m       = offset[2:1];
                    word_c       = 2'b11;
                    stall_out    = 1'b1;
                    next_state = 4'd13;
                end
                4'd13: begin
                    enable_c0    = !target;
                    enable_c1    = target;
                    comp         = 1'b0;
                    write        = 1'b0;
                    mem_wr       = 1'b0;
                    mem_rd       = 1'b0;
                    valid_in     = 1'b1;
                    done         = 1'b0;
                    word_m       = offset[2:1];
                    word_c       = offset[2:1];
                    stall_out    = 1'b1;
                    next_state = (|busy ? 4'd13 : 4'd1);
                end
                default: begin
                end
            endcase
        end
endmodule
module dff (q, d, clk, rst);
    output         q;
    input          d;
    input          clk;
    input          rst;
    reg            state;
    assign #(1) q = state;
    always @(posedge clk) begin
      state = rst? 0 : d;
    end
endmodule
==> impl_table.tex <==
% Table of physical implementation metrics
\begin{tabular}{lr}
\hline
Metric & Value \\
\hline
\multicolumn{2}{l}{\textbf{Worst setup path}} \\
Delay of the slowest cell on the worst path & 550 ps \\
Cell family with the largest share of critical-path delay & buffers and inverters \\
Setup crit start kind & primary input \\
Worst setup path end & VICTIMWAY.state \\
Worst setup path class & primary input to flop \\
Worst reg2reg path startpoint & VICTIMWAY.state \\
Arrival time worst endpoint & between 800 and 900 ps \\
Number of buffer and inverter instances along the worst setup path & 1 \\
Cell chain of the critical path & clkdlybuf4s50\_1, nor2\_1 \\
Critical path launch point & rst \\
Required arrival time at the worst endpoint & about 1100 ps \\
Worst R2R Path Depth & 2 \\
Worst path depth & 2 \\
Setup slack of the most critical reg-to-reg path & approximately 340 ps \\
Max FO, Critical Path & 5 \\
Reg2reg end & VICTIMWAY.state \\
Critical Path End Type & flop \\
Slowest library cell on the worst path & sky130\_fd\_sc\_hd\_\_clkdlybuf4s50\_1 \\
\multicolumn{2}{l}{\textbf{Power}} \\
Worst ir drop on vdd & 0.253 mV \\
Static leakage power & 0.561 nW \\
Power density over cell area & 548 mW/mm2 \\
Final Total Pwr & 0.772 mW \\
\multicolumn{2}{l}{\textbf{GRT}} \\
Global-route wire length before repair & approximately 4700 um \\
Maximum number of pins on one net before global-route repair & 22 \\
All-layer global routing usage & between 5 and 6\% \\
Vias in the first global route & 912 \\
Antenna violations before repair & 0 \\
Global route total overflow & 0 \\
\multicolumn{2}{l}{\textbf{Floorplan}} \\
Floorplan die height & roughly 100 um \\
Number of placement rows & 29 \\
Chip Width & $\sim$100 um \\
Chip area & 0.0104 mm2 \\
Core utilization before placement & 15.6\% \\
Core Footprint & around 0.0065 mm2 \\
Ports & 33 \\
\multicolumn{2}{l}{\textbf{Place}} \\
Tally of buffers added on design ports & 30 \\
Post-Place Worst Slack & 56.9 ps \\
Routability congestion estimate from global placement & slightly above 0.8 \\
HPWL reported at the end of detailed placement & 2200 um \\
\multicolumn{2}{l}{\textbf{Timing}} \\
Final tally of setup violations & 0 \\
Setup total negative slack & 0 ps \\
Fin Hold WS & 564 ps \\
Endpoints failing hold & 0 \\
Register pins left without a clock & 19 \\
Count of pins over their slew limit & 0 \\
Fmax & 1.40 GHz \\
Endpoints left unconstrained & 34 \\
Relative slew slack & 58.6\% \\
Period utilisation layout & 71.4\% \\
Setup repair after global routing missed its margin & no \\
Worst-case setup margin in the final layout & 286 ps \\
Clock skew & 0 ps \\
Clock period minus final worst setup slack & 714 ps \\
Worst-margin pin slew & 620 ps \\
\multicolumn{2}{l}{\textbf{Clocking}} \\
\# resized after CTS & 0 \\
CTS clock-pin slew for the worst setup and hold paths & about 30 ps \\
Number of buffers on the longest clock path & 2 \\
Root Driver & sky130\_fd\_sc\_hd\_\_clkbuf\_8 \\
Number of levels the H-tree was split into & 1 \\
Worst skew pair latency & $\sim$220 ps \\
CTS tree & yes \\
Num CTS Buffers & 3 \\
Number of setup buffers added after CTS & 0 \\
Hold\_buf cts & 0 \\
\multicolumn{2}{l}{\textbf{Synthesis}} \\
Yosys-reported design area after synthesis & 0.00101 mm2 \\
Mean Syn Cell Area & between 7 and 8 um2 \\
Cell count after synthesis & 133 \\
Synthesized area & $\sim$0.0010 mm2 \\
Fraction of synthesis flops using an asynchronous set or reset pin & 0\% \\
Number of cells in the yosys synthesis report & $\sim$130 \\
Most used flip-flop cell & sky130\_fd\_sc\_hd\_\_dlxtn\_1 \\
Number of different library cells in the post-synthesis netlist & 37 \\
Synthesis-stage register bit count & 24 \\
Total number of yosys warnings & 2 \\
Number of enable flip-flop cells & 0 \\
\multicolumn{2}{l}{\textbf{Job}} \\
Max\_cap viols & 0 \\
Count of warning messages emitted by the tools & 27 \\
\multicolumn{2}{l}{\textbf{Worst hold path}} \\
Class of the most critical hold timing path & flop to flop \\
Worst hold path stage count & 2 \\
Hold Crit Start & VICTIMWAY.state \\
\multicolumn{2}{l}{\textbf{Cells and area}} \\
Share of layout cells above drive strength 1 & 6.29\% \\
Synth-to-layout area growth & 40.0\% \\
Final core occ & 21.8\% \\
Leading cell type in the layout, fill and taps excluded & sky130\_fd\_sc\_hd\_\_clkdlybuf4s50\_1 \\
Commonest cells after routing, fill and taps aside & 30 x sky130\_fd\_sc\_hd\_\_clkdlybuf4s50\_1, 19 x sky130\_fd\_sc\_hd\_\_dlxtn\_1, 16 x sky130\_fd\_sc\_hd\_\_nor2\_1 \\
\multicolumn{2}{l}{\textbf{Drt}} \\
Count of inserted antenna diode cells & 0 \\
Post-route ant nets & 0 \\
Router iterations before antenna repair & 4 \\
\# DRC & 0 \\
Iteration-0 DRC count of the detailed router & 95 \\
Routed length per instance & 11.8 um \\
Total vias in the final route & 965 \\
Wire length reported by the detailed router & 2790 um \\
Avg Vias per Cell & 4.09 \\
\multicolumn{2}{l}{\textbf{Run status}} \\
Result of the run & completed \\
\hline
\end{tabular}
[final cells by class]
| class | instances | area, um2 |
|---|---|---|
| Inverter | 4 | 15.0 |
| Tap cell | 77 | 96.3 |
| Sequential cell | 24 | 385 |
| Clock buffer | 4 | 45.0 |
| Multi-Input combinational cell | 97 | 567 |
| Fill cell | 701 | 5050 |
| Timing Repair Buffer | 30 | 300 |
[synthesized netlist by cell type (2+ instances only)]
library cell | number | area [um2]
sky130_fd_sc_hd__or2_2 | 4 | 25.0
sky130_fd_sc_hd__o21ai_0 | 6 | 30.0
sky130_fd_sc_hd__a21oi_1 | 7 | 35.0
sky130_fd_sc_hd__o21a_1 | 3 | 22.5
sky130_fd_sc_hd__o22ai_1 | 3 | 18.8
sky130_fd_sc_hd__a22o_1 | 2 | 17.5
sky130_fd_sc_hd__nand2b_1 | 3 | 18.8
sky130_fd_sc_hd__nor3_1 | 4 | 20.0
sky130_fd_sc_hd__dfxtp_1 | 5 | 100
sky130_fd_sc_hd__o221ai_1 | 2 | 17.5
sky130_fd_sc_hd__dlxtn_1 | 19 | 285
sky130_fd_sc_hd__inv_1 | 4 | 15.0
sky130_fd_sc_hd__nor2b_1 | 11 | 68.8
sky130_fd_sc_hd__nand2_1 | 13 | 48.8
sky130_fd_sc_hd__xnor2_1 | 2 | 17.5
sky130_fd_sc_hd__a211oi_1 | 3 | 22.5
sky130_fd_sc_hd__clkbuf_1 | 6 | 22.5
sky130_fd_sc_hd__nor2_1 | 16 | 60.1
sky130_fd_sc_hd__and2_1 | 2 | 12.5
[through the flow]
| step | cell area (um2) | std cells |
|---|---|---|
| after floorplan | 1010 | 133 |
| after global placement | 1360 | 232 |
| after detailed placement | 1360 | 232 |
| after CTS | 1410 | 236 |
| after global routing | 1410 | 236 |
| final | 1410 | 236 |
[report_power, final]
group	switching, mW	total (mW)	internal [mW]
clock network	0.0905	0.363	0.273
registers	0.0135	0.232	0.218
logic	0.0714	0.177	0.106
total	0.175	0.772	0.597
[registers in the layout, indices dropped and copies added (netlist names), 2 cells and up]
register	count
word_m	2
next_state	4
word_c	2
STATE.state	4
[cell families after synthesis]
group	share of synthesized area, %
DFF	9.95
latches	28.4
xor gates and xnor gates	2.61
buffers and inverters	5.35
muxes	0.995
AOI/OAI and AO/OA	24.0
and+or+nand+nor	28.7
[routing by layer]
layer | track usage [%] | share of wire (%) | up-vias
met4 | 0.651 | 0.68 | 0
met3 | 0.341 | 2.5 | 2
met1 | 7.66 | 47 | 426
met5 | 0 | 0 | -
li1 | - | - | 514
met2 | 8.94 | 50 | 23
[worst min-delay path by stage]
stage / to / slack [ps]
4_1_cts: VICTIMWAY.state / 560
5_1_grt: VICTIMWAY.state / 640
6_report: VICTIMWAY.state / 560
Power figures rest on the tool's default switching activity, not on a simulated workload.
